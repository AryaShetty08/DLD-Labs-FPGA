### /design/flow/config.mk
export PLATFORM = sky130hd
export DESIGN_NAME = MUX_ALUSrc
export DESIGN_NICKNAME = MUX_ALUSrc
export VERILOG_FILES = /design/flow/design.v
export SDC_FILE = /design/flow/constraint.sdc
export NUM_CORES = 4
export LEC_CHECK = 1
export CORE_AREA = 10 10 71 71
export DIE_AREA = 0 0 81 81
### /design/flow/constraint.sdc
current_design MUX_ALUSrc

set clk_period 1.0
set clk_io_pct 0.2

create_clock -name clk0 -period $clk_period

set non_clock_inputs [all_inputs -no_clocks]
set_input_delay [expr $clk_period * $clk_io_pct] -clock clk0 $non_clock_inputs
set_output_delay [expr $clk_period * $clk_io_pct] -clock clk0 [all_outputs]
### /design/flow/design.v
module MUX_ALUSrc(
    input logic[31:0] RD2,  
    input logic[31:0] SignImm, 
    input logic ALUSrc,
    output logic[31:0] ALUSrc_out
);
    assign ALUSrc_out = ALUSrc ? SignImm : RD2;
endmodule
### /design/flow/run.sh
#!/bin/bash
# OpenROAD 26Q1-2900-gdf79404cd8, Yosys 0.63+post, stock flow scripts
make -C /OpenROAD-flow-scripts/flow DESIGN_CONFIG=/design/flow/config.mk WORK_HOME=/design/flow/orfs finish
==> flow_summary_export.csv <==
group,metric,value,unit
final_layout,drive_above_1_share,52.9,%
power,pwr-share-comb,100.0,%
detailed_routing,highest_layer,"met3",
die,num_io_pins,97,
power,ir_drop,0.181,mV
grt,first_global_vias,792,
detailed_routing,drt_wl_total,2940,um
detailed_routing,drc,0,
detailed_routing,vias_per_cell,3.85,
detailed_routing,drt_iter0_drc,3,
place,gp_congestion,0.795,
job,warnings,34,
power,switchingPower,0.139,mW
critical_path,critPathBufInv,3,
detailed_routing,vias,709,
power,p_int,0.519,mW
timing,max-slew-margin-rel,94.1,%
detailed_routing,met1Wirelength,1090,um
timing,hold_violations,0,
die,dieWidth,81,um
logic_synthesis,yosysCellCount,36,
final_layout,areaGrowthSynthToFinish,197,%
logic_synthesis,ys_area,544,um^2
power,p_leak,0.856,nW
detailed_routing,ant_nets,0,
die,die_area,0.00656,mm^2
die,fp_util,15.0,%
logic_synthesis,ys_types,4,
logic_synthesis,synth_area,544,um^2
power,p_total,0.657,mW
place,place_hpwl,2510,um
die,fp.dieH,81,um
timing,layout_setup_ws,-184,ps
critical_path,arrival,980,ps
critical_path,cp.required,800,ps
detailed_routing,firstDrtPassIters,2,
detailed_routing,wl_met2,1440,um
timing,setup_tns,-3940,ps
final_layout,ff_latch_area,0,um^2
grt,grt_util_all_layers,7.90,%
logic_synthesis,syn_inst,36,
critical_path,cp-start-kind,"input pin",
logic_synthesis,synth_seq_share,0,%
job,max_cap_viol_count,0,
power,clkPwrFrac,0,%
timing,min_period,1180,ps
critical_path,cp_max_fo,5,
critical_path,critPathTopFamily,"buffers and inverters",
critical_path,crit_chain,"buf_12 -> bufbuf_16 -> mux2_4 -> buf_2",
die,core,0.00363,mm^2
place,post-place-cells,179,
grt,overflow,0,
outcome,violations,"setup timing",
power,powerDensity,406,mW/mm^2
final_layout,clockBufferCount,0,
logic_synthesis,yosys_warnings,0,
grt,grt_pass1_wl,4120,um
min_path,hold_class,"in -> out",
outcome,status,"finished, violations left",
grt,antenna_found_initial,0,
timing,max_clock_freq,845,MHz
timing,rsz0062_at_grt,"yes",
timing,fin_crit_sh,118,%
critical_path,slowest_delay,290,ps
critical_path,slowest_stage,"mux2_4",
critical_path,end_kind,"output pin",
final_layout,final_cells,184,
detailed_routing,antenna_cells,0,
die,rows,22,
final_layout,seq_cells,0,
timing,finalSetupViolCount,32,
detailed_routing,wl_met3,405,um
logic_synthesis,syn_avg_cell_area,15.1,um^2
power,p_sw_share,21.1,%
grt,grt_max_degree,11,
critical_path,critPathKind,"in -> out",
clock_tree,cts_hold_buf,0,
detailed_routing,wl_per_cell,16.0,um
place,portBuffers,97,
power,seqPwrFrac,0,%
timing,slew_viol_final,0,
timing,tightest_slew,89.2,ps
metrics by stage:
stage	util [%]	cell area (um^2)	worst slack (ps)	hold WS, ps
6_report	44.5	1620	-184	697
5_1_grt	44.5	1620	-206	726
4_1_cts	42.0	1530	-190	801
3_5_place_dp	42.4	1540	-518	1320
3_3_place_gp	42.4	1540	-524	1310
2_1_floorplan	-	544	66.9	498
layout by cell type (no fill, tap or decap), drive strengths merged:
cell | Yosys | layout
buf | 4 | 39
bufbuf | 0 | 1
clkdlybuf4s50 | 0 | 23
dlygate4sd2 | 0 | 37
dlymetal6s2s | 0 | 4
mux2 | 32 | 32
repair_timing:
action / in CTS / in global routing
buffers inserted: 2 / 0
endpoints found under the hold margin: 0 / 0
gates resized: 150 / 17
gates cloned: 3 / 0
endpoints found under the setup margin: 32 / 32
tightest hold or removal path: stages:
cell	delay, ps
dlymetal6s2s_1	80
mux2_4	130
buf_2	80
metal layers:
metal / global-route usage (%) / vias to the layer above
met2: 13.9 / 50
met1: 9.09 / 319
met5: 0 / -
met4: 0 / 0
li1: - / 340
met3: 3.67 / 0
area by class of cell:
class,count,area [um^2]
Timing Repair Buffer,104,1080
Multi-Input combinational cell,32,477
Fill cell,360,2020
Tap cell,48,60.1
synth_stat cells:
library cell | instances | area share (%)
mux2_2 | 2 | 4.1
mux2_4 | 30 | 83
buf_6 | 1 | 2.1
buf_12 | 3 | 11
cell families after synthesis:
group                  count (synthesis)  share of synthesized area, %
muxes                                 32                          86.9
buffers and inverters                  4                          13.1
worst paths after layout:
check	slack, ps	cells past startpoint	startpoint	end
hold / removal	700	3	RD2[0]	ALUSrc_out[0]
setup / recovery	-180	4	ALUSrc	ALUSrc_out[27]
power groups by stage:
stage,Clock [mW],Combinational (mW),Sequential [mW]
4_1_cts,0,0.619,0
5_1_grt,0,0.702,0
6_report,0,0.657,0
Power is estimated from default activity; no workload was simulated.
