$ cat /design/flow/run.sh
#!/bin/bash
# OpenROAD 26Q1-2900-gdf79404cd8, Yosys 0.63+post, stock flow scripts
make -C /OpenROAD-flow-scripts/flow DESIGN_CONFIG=/design/flow/config.mk WORK_HOME=/design/flow/orfs finish
$ cat /design/flow/config.mk
export PLATFORM = sky130hd
export DESIGN_NAME = top
export DESIGN_NICKNAME = top
export VERILOG_FILES = /design/flow/design.v
export SDC_FILE = /design/flow/constraint.sdc
export NUM_CORES = 4
export LEC_CHECK = 1
export CORE_UTILIZATION = 40
$ cat /design/flow/constraint.sdc
current_design top

set clk_period 7.2
set clk_io_pct 0.2

create_clock -name clk0 -period $clk_period [get_ports {clk}]

set non_clock_inputs [all_inputs -no_clocks]
set_input_delay [expr $clk_period * $clk_io_pct] -clock clk0 $non_clock_inputs
set_output_delay [expr $clk_period * $clk_io_pct] -clock clk0 [all_outputs]
$ cat /design/flow/design.v
module ALU(
    input logic[31:0] SrcA,
    input logic[31:0] SrcB,
    input logic[2:0] ALUControl,
    output logic[31:0] ALUResult
);
    parameter ADD = 3'b010;   
    parameter SUB = 3'b110;   
    always_comb begin
        case (ALUControl)
            ADD: ALUResult = SrcA + SrcB;
            SUB: ALUResult = SrcA - SrcB;
            default: ALUResult = 32'b0;
        endcase
    end
endmodule
module display(
    input logic[31:0] data_in,
    output logic[6:0] segments
);
    always_comb begin
        case(data_in[3:0])   
            4'h0: segments = 7'b1000000;   
            4'h1: segments = 7'b1111001;   
            4'h2: segments = 7'b0100100;   
            4'h3: segments = 7'b0110000;   
            4'h4: segments = 7'b0011001;   
            4'h5: segments = 7'b0010010;   
            4'h6: segments = 7'b0000010;   
            4'h7: segments = 7'b1111000;   
            4'h8: segments = 7'b0000000;   
            4'h9: segments = 7'b0010000;   
            4'hA: segments = 7'b0001000;   
            4'hB: segments = 7'b0000011;   
            4'hC: segments = 7'b1000110;   
            4'hD: segments = 7'b0100001;   
            4'hE: segments = 7'b0000110;   
            4'hF: segments = 7'b0001110;   
            default: segments = 7'b1111111;
        endcase
    end
endmodule
module register_file(
    input logic clk, rst,
    input logic[4:0] A1, A2, A3,  
    input logic[31:0] WD3,        
    input logic WE3,              
    output logic[31:0] RD1, RD2,  
    output logic[31:0] prode      
);
    logic[31:0] rf_regs[31:0];
    integer i;
    assign RD1 = rf_regs[A1];
    assign RD2 = rf_regs[A2];
    assign prode = rf_regs[1];    
    always_ff @(posedge clk or posedge rst) begin
        if (rst) begin
            for (i = 0; i < 32; i = i + 1) begin
                rf_regs[i] <= i;
            end
        end
        else begin
            if (WE3) begin
                rf_regs[A3] <= WD3;
            end
        end
    end
endmodule
module top(
input logic clk, rst,
input logic[1:0] sw,  
output logic[31:0] ALUResult,  
output logic[31:0] RD1, RD2,  
output logic[31:0] prode_register_file,  
output logic[6:0] display_led  
);
logic[31:0] inst_0 = 32'b0;
logic[31:0] inst_1 = 32'b100100_00101_00010_00001_0000_0000_000; 
logic[31:0] inst_2 = 32'b101100_00101_00011_00001_0000_0000_000; 
logic[31:0] inst_ex;
assign inst_ex = (sw==1)? inst_1:(sw==2)? inst_2: inst_0;
register_file r_f(.clk(clk),.rst(rst),
.A1(inst_ex[25:21]),.A2(inst_ex[20:16]),.A3(inst_ex[15:11]),
.WD3(ALUResult),
.WE3(1),
.RD1(RD1),
.RD2(RD2),
.prode(prode_register_file)
);
ALU t1(
.SrcA(RD1),
.SrcB(RD2),
.ALUControl(inst_ex[29:27]),
.ALUResult(ALUResult)
);
display t2(.data_in(prode_register_file), 
.segments(display_led));
endmodule
==> reports/metrics.csv <==
stage;metric;value;unit
outcome;outcome;finished clean;
grt;remaining global-route overflow;0;
die;num rows;42;
timing;Final Hold Viols;0;
final_layout;max FFs per register;64;
final_layout;layout cells sized above 1;22.8;%
worst_setup_path;worst path required time;5760;ps
synthesis;Yosys Chip Area;5450;um^2
min_path;HP Class;flip-flop to flip-flop;
timing;RSZ-0062 raised after global routing;false;
drt;drt wl/cell;14.7;um
worst_setup_path;Critical Path Source Type;primary input;
timing;Slew HR;52.7;%
drt;Antenna Nets Post-Route;0;
die;Die W;119;um
power_and_ir_drop;Pleak;4.10;nW
timing;clock skew;5.90;ps
drt;DR pass1 iterations;4;
synthesis;# Cells Yosys;668;
worst_setup_path;FF-to-FF Start;r_f.rf_regs[0][13]$_DFFE_PP0N_;
final_layout;final cell count without fillers;1102;
worst_setup_path;R2R Path End;r_f.rf_regs[1][29]$_DFFE_PP0P_;
timing;Min Clock Period, post-route;6810;ps
timing;Period Utilization, post-route;94.6;%
final_layout;top flop regs;r_f.rf_regs: 64 flops;
drt;drt drc;0;
clock_network;clk slew on worst S/H paths;60;ps
synthesis;Max-area cell share;28.9;%
die;total die area;14100;um^2
drt;routed vias/inst;5.08;
min_path;Cells on Worst Hold Path;1;
timing;f_max;147;MHz
place;placed cell area;7890;um^2
die;Chip Height;119;um
worst_setup_path;reg2reg path depth;19;
die;I/O pins;139;
synthesis;warnings from Yosys;6;
worst_setup_path;Stages on worst setup path;20;
place;Final GP Congestion;0.940;
timing;actual slew at the worst max-slew pin;709;ps
synthesis;post-synth top area cell;dfrtp_1;
final_layout;Most flops, register;r_f.rf_regs;
final_layout;area grow syn2layout;56.2;%
worst_setup_path;worst-path maximum fanout;8;
worst_setup_path;CP Cell Sequence;dlymetal6s2s_1 -> ha_4 -> nor2b_2 -> ha_4 -> nand2_2 -> a21oi_2 -> buf_4 -> a21oi_1 -> a21oi_1 -> a22oi_1 -> ha_1 -> nand2_1 -> buf_4 -> nor4_1 -> a21o_1 -> nand3_1 -> a211o_1 -> xnor2_1 -> nor2_1 -> clkdlybuf4s50_1;
synthesis;Synth Instances;668;
drt;DRT iter0 DRCs;195;
place;Post-Place Worst Slack;-197;ps
drt;ANT cells;0;
timing;Final Setup Violations;0;
synthesis;sequential-to-total area share from yosys stat;29.4;%
clock_network;TritonCTS buffer count;9;
synthesis;Largest cells by area;dfrtp_1 (29%), ha_1 (9.2%), and2_1 (6.0%), xnor2_1 (5.6%), a21o_1 (5.1%);
drt;vias post-DR;5603;
min_path;hold_sp;r_f.rf_regs[1][4]$_DFFE_PP0P_;
clock_network;CTS H-tree lvls;3;
grt;largest net degree at the start of global routing;84;
timing;WHS;474;ps
place;Placed Cells;1078;
worst_setup_path;CP max-delay cell;clkdlybuf4s50_1;
clock_network;Clock Latency Late Sink;340;ps
clock_network;CTS tree;built;
place;IO Port Bufs;138;
flow_run;count of tool warnings;33;
synthesis;Mapped Area;5450;um^2
worst_setup_path;Buf/Inv on CP;4;
synthesis;Commonest flop;dfrtp_1;
power_and_ir_drop;overall power;1.41;mW
flow_run;MaxCap Viol Count;0;
worst_setup_path;worst stage delay on the critical path;470;ps
worst_setup_path;family with the most delay on the worst path;AND-OR/OR-AND gates;
final_layout;dominant logic cell types in the final layout;clkdlybuf4s50_1 (134), buf_4 (134), nor2_1 (64);
synthesis;Cell Type Count;60;
min_path;Worst Hold Path EP;r_f.rf_regs[1][4]$_DFFE_PP0P_;
grt;first-pass GRT wire length;26.0;mm
worst_setup_path;CP arrival;5370;ps
grt;gr usage total;23.4;%
grt;initial antenna violation count;0;
timing;setup ws final;390;ps
power_and_ir_drop;worst vdd ir;108;uV
die;Pre-Place Util;41.1;%
synthesis;FFs w/ async S/R, synth;100;%
place;Post-DP HPWL;12.3;mm
die;total core area;13200;um^2
clock_network;root buffer cell;clkbuf_16;
synthesis;flip-flops with a built-in enable;0;
worst_setup_path;critical path type;primary input to output port;
synthesis;Syn Area/Cell;8.16;um^2
clock_network;clock buffer depth;2;
power_and_ir_drop;Power Dens Cells;166;nW/um^2
drt;Routed WL;16.2;mm
worst_setup_path;CP Capture Type;output port;
final_layout;fin area;8510;um^2
timing;Slew Limit Fails;0;
grt;vias in the first global route;5289;
clock_network;CTS sink count;64;
synthesis;Synth Register Bits;64;
worst_setup_path;setup slack, reg-to-reg;2600;ps
power by group:
group	internal, mW	switching [mW]	total (mW)
clock	0.271	0.177	0.448
sequential	0.399	0.0338	0.433
combinational	0.325	0.207	0.531
total	0.995	0.417	1.41
repair_timing:
item                       CTS  global route
setup buffers                4             2
resized                     10            57
pin swaps                    3            20
hold buffers                 0             0
setup endpoints to repair   12            17
gates cloned                 0             2
logic make-up (layout without fill, tap and decap cells):
logic type / count (synthesis) / count (layout) / share of synthesized area [%]
AOI/OAI and AO/OA: 176 / 176 / 20.6
xor gates and xnor gates: 47 / 47 / 7.55
adders and majority gates: 41 / 41 / 9.55
buffers and inverters: 61 / 319 / 4.73
DFF: 64 / 64 / 29.4
muxes: 10 / 10 / 2.16
and+or+nand+nor: 269 / 269 / 26.0
layer usage:
layer  part of all wire [%]  GRT usage (%)
met3                    5.2           4.13
met4                    1.4           4.03
met2                     47           37.6
met1                     47           34.1
met5                      0              0
worst max-delay path by stage:
| stage | start | endpoint | slack [ps] |
|---|---|---|---|
| global route | sw[1] | ALUResult[31] | 200 |
| finish | sw[1] | ALUResult[31] | 390 |
| CTS | sw[0] | ALUResult[28] | -30 |
Yosys cell counts, types with 8 or more instances:
master,count
nor2_1,67
dfrtp_1,63
a21oi_1,55
and2_1,52
nand2_1,46
ha_1,40
nor2b_1,40
a21o_1,37
xnor2_1,35
o21ai_0,31
clkbuf_1,26
inv_1,25
nor3_1,15
nand2b_1,13
xor2_1,12
a31oi_1,8
final cells by class:
| cell class | instances | area [um^2] |
|---|---|---|
| Inverter | 25 | 93.8 |
| Fill cell | 1096 | 4730 |
| Clock buffer | 9 | 225 |
| Clock inverter | 7 | 80.1 |
| Sequential cell | 64 | 1600 |
| Tap cell | 176 | 220 |
| Multi-Input combinational cell | 543 | 3770 |
| Timing Repair Buffer | 278 | 2520 |
stage by stage:
| step | TNS (ps) | utilization, % |
|---|---|---|
| CTS | -92.5 | 62.3 |
| global placement | -1080 | 59.6 |
| floorplan | 0 | - |
| global route | 0 | 64.3 |
| detailed placement | -1230 | 59.6 |
| finish | 0 | 64.3 |
No activity file was given, so power comes from the tool's default toggle rates.
