**./run.sh**
```bash
#!/bin/bash
# OpenROAD 26Q1-2900-gdf79404cd8, Yosys 0.63+post, stock flow scripts
make -C /OpenROAD-flow-scripts/flow DESIGN_CONFIG=/design/flow/config.mk WORK_HOME=/design/flow/orfs finish
```
**./constraint.sdc**
```tcl
current_design data_memory

set clk_period 6.8
set clk_io_pct 0.2

create_clock -name clk0 -period $clk_period [get_ports {clk}]

set non_clock_inputs [all_inputs -no_clocks]
set_input_delay [expr $clk_period * $clk_io_pct] -clock clk0 $non_clock_inputs
set_output_delay [expr $clk_period * $clk_io_pct] -clock clk0 [all_outputs]
```
**./config.mk**
```make
export PLATFORM = sky130hd
export DESIGN_NAME = data_memory
export DESIGN_NICKNAME = data_memory
export VERILOG_FILES = /design/flow/design.v
export SDC_FILE = /design/flow/constraint.sdc
export NUM_CORES = 4
export LEC_CHECK = 1
export CORE_UTILIZATION = 50
```
**./design.v**
```verilog
module data_memory(
    input logic clk, rst,
    input logic[31:0] A,  
    input logic[31:0] WD,  
    input logic WE,  
    output logic[31:0] RD,
    output logic[31:0] prode  
);  
logic[31:0] dm_regs[255:0];
integer i;
assign RD = dm_regs[A];  
assign prode = dm_regs[2];  
always_ff @(posedge clk or posedge rst) begin
    if (rst) begin
        for (i = 0; i < 256; i = i + 1) begin
            dm_regs[i] <= i;  
        end
    end
    else begin
        if (WE) begin 
            dm_regs[A] <= WD;
        end
    end
end
endmodule
```
==> impl_metrics.toml <==
# yosys + openroad results
[floorplan]
fp.dieW_um = 848
core_um2 = 713000
fp.dieH_um = 848
rows = 310
io_pins = 131
chipArea_um2 = 720000
core_util_floorplan_pct = 50.2

[timing]
hold_ws_ns = 0.492
finalSetupViolations = 14
final.setup.worst_slack_ns = -0.365
drv_slew = 0
fin_crit_sh_pct = 105
rsz0062_at_grt = "yes"
fmax_mhz = 140
max_slew.worst_pin.slew_ns = 1.23
min_period_ns = 7.16
hold_viol = 0
slew_headroom_pct = 17.7
skew_ns = 0

[yosys]
ys.flops = 8192
syn_inst = 26200
edf_count = 0
yosys_warnings = 2
syn_area_um2 = 358000
synth_area_per_cell_um2 = 13.7
yosysCellCount = 26200
synthFlopType = "dfrtp_1"
ys_types = 69
async_reset_ff_share_pct = 100
ys_seq_share_pct = 57.6
yosys_area_um2 = 358000

[flow_run]
drv_cap = 0
tool_warnings = 177

[power_and_ir_drop]
peakVddDrop_uv = 270
p_leak_nw = 207
powerDensity_nw_per_um2 = 248

[grt]
grt_pass1_wl_um = 2010000
grt_max_degree = 132
grt_overflow = 0
grt_use_total_pct = 42.6
antenna_found_initial = 108
grt_pass1_vias = 251000

[finish]
top_regs = "dm_regs: 8192 flops"
drive_gt1_share_pct = 52.5
regMostFlops = "dm_regs"
syn2layout_area_growth_pct = 20.0
nFillCells = 53800
largest_reg_flops = 8192
fin_area_um2 = 430000

[critical_path]
worstSetupPathType = "input port to primary output"
setup.worst_path.start = "A[3]"
reg2reg_from = "dm_regs[2][29]"
worstPathMaxFanout = 15
arrival_ns = 5.80
r2r_slack_ns = 5.56
crit_path_end_kind = "primary output"
startpoint_type = "input port"
worstReg2RegEnd = "dm_regs[2][29]"
endpoint = "RD[4]"
required_ns = 5.44
r2r.worst_path.cells = 1

[worst_hold_path]
worstHoldStart = "dm_regs[193][14]"
min_delay_path_depth = 1
min_path_type = "register to register"

[route]
firstDrtPassIters = 6
drtIter0Drc = 19200
drt-wirelength-per-cell_um = 38.2
drc = 0
routed_via_density = 6.53
vias = 248000
ant_nets = 0
drt_wl_total_um = 1450000

[place]
portBuffers = 106
hpwl_um = 1020000
finalWeightedCongestion = 1.06
placed_cell_area_um2 = 393000

[clocking]
cts_root_buf = "clkbuf_16"
cts_max_level = 6
cts_sinks = 8192
hold_buffers = 0
clk_latency_ns = 1.22
cts_buffers = 858
cts_tree = "done"
cts.clk_slew.worst_paths_ns = 0.06
clockBufferDepth = 4

[outcome]
status = "finished, violations left"
violations = "setup timing"
[logic make-up (layout without fill, tap and decap cells)]
logic type                count (synthesis)  count (layout)  share of synthesized area (%)
and+or+nand+nor                        2371            2372                           3.65
xor gates and xnor gates                  1               1                        0.00245
muxes                                  8238            8238                           25.9
buffers and inverters                  2837            4995                           3.09
other                                     0              64                              0
AOI/OAI and AO/OA                      4550            4550                           9.79
DFF                                    8192            8192                           57.6
[area by class of cell]
type,count,area (um^2),share of cell area [%]
timing repair buffer,3371,34600,8.06
clock buffer,1418,26200,6.10
clock inverter,196,2420,0.563
sequential,8192,206000,48.0
inverter,10,41.3,0.00961
antenna,64,160,0.0373
multi-input combinational,15200,148000,34.5
tap,9516,11900,2.77
[worst min path at each step]
stage	end	slack, ns
finish	dm_regs[193][14]	0.49
global route	dm_regs[66][25]	0.50
CTS	dm_regs[193][14]	0.50
[layer usage]
layer	GRT usage, %	routed length [um]	vias to the layer above
met5	1.34	2460	-
met4	22.2	102000	87
met3	24.9	213000	3059
met2	55.8	595000	10400
met1	57.6	538000	132000
li1	-	-	102000
[cells in the mapped netlist, drive strengths merged (5+ instances only)]
library cell	number	area [um^2]
nor2	257	965
dfstp	1024	26900
a222oi	108	1080
dfrtp	7168	179000
and4b	10	100
a221oi	294	2570
nand3	348	1740
or4b	8	80.1
a32o	38	380
a22oi	2534	19000
nand4	327	2060
o211ai	61	458
o221ai	10	87.6
or3	8	50.1
clkbuf	1777	6670
nand4b	11	115
o32ai	5	43.8
o21ai	58	290
o2111ai	26	228
and2	10	62.6
nor4bb	12	120
nor4b	18	191
mux2	8229	92700
and3	526	3290
nor4	199	1240
or4	111	833
a2111oi	196	1730
a21oi	143	716
nand2b	7	43.8
o22ai	373	2330
nand4bb	11	124
nand2	431	1620
or2	21	131
a22o	373	3270
o22a	51	447
a32oi	244	2140
a31oi	22	138
mux2i	9	90.1
inv	9	33.8
nor3	43	215
buf	1050	4360
[power breakdown]
| part | switching, W | internal, W | leakage [nW] |
|---|---|---|---|
| Sequential | 0.00118 | 0.0513 | 109 |
| Combinational | 0.00404 | 0.00265 | 83.9 |
| Clock | 0.0202 | 0.0274 | 14.1 |
[worst max-delay path: stages]
cell,delay (ns)
buf_12,0.11
buf_12,0.11
buf_12,0.14
buf_8,0.12
nand4b_1,0.21
buf_12,0.17
buf_12,0.12
buf_6,0.26
buf_6,0.27
o22ai_1,0.15
nor2_4,0.21
buf_4,0.15
nor4b_4,0.32
nand4_1,0.70
buf_4,0.40
nor4_4,0.22
buf_4,0.18
mux2i_4,0.10
clkdlybuf4s50_1,0.43
[layout by cell type, fill, tap and decap left out, types with 48 or more instances in the layout]
cell	n
nand3_2	74
mux2_2	8181
nor4_4	71
dfstp_2	1024
nor4_1	58
dfrtp_1	7168
a22oi_2	69
a2111oi_4	56
o22ai_1	368
clkbuf_16	874
a22oi_1	2465
nor2_4	129
a222oi_1	108
a21oi_1	142
diode_2	64
a32oi_1	237
buf_6	155
nand3_1	242
o211ai_1	61
a22o_1	369
buf_12	582
nand4_1	325
nand2_1	224
clkbuf_8	254
buf_4	2468
a2111oi_2	70
clkinv_2	106
nor4_2	70
o21ai_0	48
o22a_1	51
nand2_2	205
a221oi_1	255
or4_1	68
clkbuf_1	301
nor2_1	98
buf_8	66
and3_1	508
[repair_timing]
item                       CTS  global route
cloned                      13             9
setup endpoints to repair   32            31
pin swaps                  175           183
resized                    784           429
setup buffers              126            91
[stage by stage]
step / util (%) / setup slack, ns / std cells / TNS [ns] / power [W]
after detailed placement: 55.1 / -1.82 / 36000 / -33.37 / 0.0596
after floorplan: - / -108.10 / 26200 / - / 0.0571
after global placement: 55.1 / -1.88 / 36000 / -33.49 / 0.0594
final: 60.3 / -0.365 / 37900 / -1.59 / 0.107
after CTS: 59.8 / -0.261 / 37800 / -2.43 / 0.107
after global routing: 60.2 / -0.240 / 37900 / -1.98 / 0.110
No activity file was given, so power comes from the tool's default toggle rates.
